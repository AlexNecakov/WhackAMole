[./design.v]
`timescale 1ns / 1ps
module clock_divider_1Hz(
    input clock, reset, 
    output reg op
    );
    parameter constantNumber = 50000000;
    reg[31:0] count;
    always@(posedge clock, posedge reset) begin
        if(reset) begin
            count <= 0;
        end
        else if(count >= constantNumber - 1) begin
            count <= 0;
        end
        else begin
            count <= count + 1'b1;
        end
    end
    always@(posedge clock, posedge reset) begin
        if(reset) begin
            op <= 0;
        end
        else if(count == constantNumber - 1) begin
            op <= ~op;
        end
        else begin
            op <= op;
        end
    end
endmodule
[./run.sh]
#!/bin/bash
# OpenROAD 26Q1-2900-gdf79404cd8, Yosys 0.63+post, stock flow scripts
make -C /OpenROAD-flow-scripts/flow DESIGN_CONFIG=/design/flow/config.mk WORK_HOME=/design/flow/orfs finish
[./config.mk]
export PLATFORM = sky130hd
export DESIGN_NAME = clock_divider_1Hz
export DESIGN_NICKNAME = clock_divider_1Hz
export VERILOG_FILES = /design/flow/design.v
export SDC_FILE = /design/flow/constraint.sdc
export NUM_CORES = 4
export LEC_CHECK = 1
export CORE_AREA = 10 10 104 104
export DIE_AREA = 0 0 114 114
[./constraint.sdc]
current_design clock_divider_1Hz

set clk_period 5.0
set clk_io_pct 0.2

create_clock -name clk0 -period $clk_period [get_ports {clock}]

set non_clock_inputs [all_inputs -no_clocks]
set_input_delay [expr $clk_period * $clk_io_pct] -clock clk0 $non_clock_inputs
set_output_delay [expr $clk_period * $clk_io_pct] -clock clk0 [all_outputs]
==> impl_metrics.yaml <==
# synthesis and place-and-route metrics
clocking:
  cts_sinks: 33
  cts.clk_slew.worst_paths_ns: 0.07
  cts_tree: "yes"
  insertion_delay_ns: 0.28
  postCtsResizedCells: 0
  numCtsBuffers: 5
  cts_hold_buffers: 0
  clock-root-buffer: "clkbuf_8"
  postCtsSetupBuffers: 0
  h-tree-depth: 2
  cts_buffer_depth: 2
finish:
  layout_top_cells: "33 x dfrtp_1, 15 x nor2_1, 11 x nand2_1, 11 x a21oi_1"
  final_cells: 277
  fin_util: 0.2160
  drive_gt1_frac: 0.1006
  final_common_cell: "dfrtp_1"
  area_delta_synth_final_pct: 15.77
synth:
  syn_avg_cell_area_sq_um: 10.12
  yosys_area_sq_um: 1619
  synth.distinct_cells: 36
  synth_top_flop_cell: "dfrtp_1"
  ys_seq_share: 0.5100
  ys_seq_elements: 33
  edf_count: 0
  synthCells: 160
  synth_warnings: 1
  syn-cell-area_sq_um: 1619
  synth_stat.cells: 160
  async_flop_share: 1.000
placed_design:
  hpwl_mm: 1.990
  place_inst: 270
  gp_congestion: 0.7901
  place_ws_ns: 2.900
  port_buffers: 2
grt:
  grt_max_degree: 34
  antenna_found_initial: 0
  grt_usage: 0.04835
  grt_pass1_vias: 1160
  grt_pass1_wl_mm: 5.437
  grt_overflow: 0
timing:
  post-route-min-period_ns: 2.148
  fmax_ghz: 0.4656
  fin_ws_ns: 2.852
  drv_slew: 0
  worst_slew_pin_slew_ns: 0.6487
  maxSlewHeadroom: 0.5675
  finClkSkew_ns: 0.005380
  rsz0062_at_grt: "false"
  finalSetupViolCount: 0
  setup_tns_ns: 0
  finalHoldViolations: 0
  fin_crit_sh: 0.4296
setup_path:
  worstPathRequired_ns: 5.16
  cp_max_fo: 14
  cp_slowest_cell: "o221ai_2"
  worst_path_largest_cell_delay_ns: 0.54
  critical_path_class: "register to register"
  startpoint_type: "register"
  r2r_slack_ns: 2.85
  arrival_ns: 2.30
  path_cells: "ha_1 > and4_1 > a211oi_2 > o221ai_2 > buf_4 > a21oi_1"
  path_delay_family: "AND-OR/OR-AND gates"
  cp_num_buf_inv: 1
  end_kind: "register"
routing:
  ant_nets: 0
  antenna_cells: 0
  drt_first_pass_iters: 4
  drt-vias-per-instance: 4.137
  wl_per_cell_microns: 10.64
  vias: 1146
  drtIter0Drc: 71
  drcViolationCount: 0
  wl_mm: 2.946
power_and_ir_drop:
  combinationalPowerShare: 0.016
  p_clk_frac: 0.461
  p_sw_frac: 0.1951
  powerDensity_nw_per_um2: 275.7
  internal_power_uw: 415.9
  pwr-share-seq: 0.523
  p_switching_uw: 100.8
  vdd_ir_drop_max_uv: 169.0
  p_leak_nw: 0.6938
die:
  chipArea_sq_um: 13000
  die_x_microns: 114
  chipHeight_microns: 114
  core_area_sq_um: 8678
  rows: 34
  initCoreUtil: 0.1866
  io_pins: 3
flow_run:
  warnings: 25
  max_cap_viol_count: 0
status:
  status: "complete, no violations"
min_path:
  min_path_type: "register to register"
-- area by class of cell --
class                   count  area [sq um]
repair buffers              4         35.03
flip-flops and latches     33         825.8
clock inverters             2         35.03
inverters                   6         22.52
multi-input cells         119         752.0
fillers                   965          6804
well taps                 108         135.1
clock buffers               5         68.82
-- Yosys cell counts (2+ instances only) --
library cell	n	share of area
or3_1	2	0.0077
o21ai_0	3	0.0093
xnor2_1	4	0.022
nor4_1	3	0.012
a21oi_1	11	0.034
dfrtp_1	33	0.51
nor2_1	15	0.035
nand4_1	6	0.023
nand2_1	11	0.026
buf_2	3	0.0093
nand3_1	8	0.025
and4_1	5	0.027
or4_1	9	0.042
and2_1	2	0.0077
inv_1	6	0.014
and3_1	2	0.0077
clkbuf_1	3	0.0070
xor2_1	9	0.049
o31ai_1	8	0.037
-- metrics by stage --
stage	hold slack (ns)	power (mW)	cell area [sq um]
floorplan	0.4204	0.2805	1638
detailed placement	0.4601	0.2840	1770
CTS	0.4757	0.5248	1874
finish	0.4717	0.5167	1874
global placement	0.4569	0.2839	1770
global route	0.5109	0.5376	1874
-- state kept, by name, summed over array words and instances (netlist names) --
register and flops:
count 32, op 1
-- power groups by stage --
| stage | combinational [mW] | clock, mW | sequential, mW |
|---|---|---|---|
| CTS | 0.00888 | 0.246 | 0.270 |
| global route | 0.0100 | 0.257 | 0.270 |
| finish | 0.00824 | 0.238 | 0.270 |
-- cell families after synthesis --
group / Yosys count / share of synthesized area
and+or+nand+nor: 72 / 0.2597
adders and majority gates: 1 / 0.007727
AOI/OAI and AO/OA: 27 / 0.1128
DFF: 33 / 0.5100
other: 1 / 0.002316
buffers and inverters: 13 / 0.03709
xor gates and xnor gates: 13 / 0.07033
-- worst paths after layout --
check,startpoint,endpoint,cells past startpoint
worst max register to register,count[0]$_DFF_PP0_,count[14]$_DFF_PP0_,6
worst min register to register,op$_DFFE_PP0P_,op$_DFFE_PP0P_,1
min in group asynchronous,reset,count[19]$_DFF_PP0_,3
worst min-delay path,op$_DFFE_PP0P_,op$_DFFE_PP0P_,1
worst max-delay path,count[0]$_DFF_PP0_,count[14]$_DFF_PP0_,6
max in group asynchronous,reset,count[30]$_DFF_PP0_,3
-- metal layers --
metal | vias to the layer above | routed length [microns] | GRT usage
met4 | 0 | 46 | 0.007519
li1 | 592 | - | -
met5 | - | 0 | 0
met2 | 9 | 1208 | 0.07024
met1 | 538 | 1594 | 0.07195
met3 | 7 | 97 | 0.01276
Power figures rest on the tool's default switching activity, not on a simulated workload.
