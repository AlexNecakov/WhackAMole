--- config.mk ---
export PLATFORM = sky130hd
export DESIGN_NAME = BinaryBCDConverter
export DESIGN_NICKNAME = BinaryBCDConverter
export VERILOG_FILES = /design/flow/design.v
export SDC_FILE = /design/flow/constraint.sdc
export NUM_CORES = 4
export LEC_CHECK = 1
export CORE_AREA = 10 10 70 70
export DIE_AREA = 0 0 80 80
--- constraint.sdc ---
current_design BinaryBCDConverter

set clk_period 9.3
set clk_io_pct 0.2

create_clock -name clk0 -period $clk_period

set non_clock_inputs [all_inputs -no_clocks]
set_input_delay [expr $clk_period * $clk_io_pct] -clock clk0 $non_clock_inputs
set_output_delay [expr $clk_period * $clk_io_pct] -clock clk0 [all_outputs]
--- design.v ---
`timescale 1ns / 1ps
module BinaryBCDConverter(
    input [7:0] bin,
    output reg [11:0] bcd
    );
    reg [3:0] i;
    always@(bin) begin
        bcd = 0;
        for(i=0; i<8; i = i+1) begin
            bcd = {bcd[10:0], bin[7-i]};
            if(i<7 && bcd[3:0]>4)
                bcd[3:0] = bcd[3:0] + 3;
            if(i<7 && bcd[7:4]>4)
                bcd[7:4] = bcd[7:4] + 3;
            if(i<7 && bcd[11:8]>4)
                bcd[11:8] = bcd[11:8] + 3;
        end
    end
endmodule
--- run.sh ---
#!/bin/bash
# OpenROAD 26Q1-2900-gdf79404cd8, Yosys 0.63+post, stock flow scripts
make -C /OpenROAD-flow-scripts/flow DESIGN_CONFIG=/design/flow/config.mk WORK_HOME=/design/flow/orfs finish
==> ci_impl_report.md <==
## Synthesis and layout report

| Metric | Value |
|---|---|
| Status | finished clean |
| Final WL | 2562 um |
| Yosys cell count | about 150 |
| Hold WC Path Type | primary input to output pin |
| Crit-path most repeated cell | ha_1 |
| Largest net degree at the start of global routing | 18 |
| Flop pwr share | 0% |
| Row Count | 21 |
| Core ar. | between 0.003 and 0.004 mm2 |
| Clock power frac | 0% |
| Slew @ Worst Pin | just under 0.6 ns |
| Final worst path period share | slightly above 90% |
| Max-slew violation count | 0 |
| Average wire per standard cell | roughly 13 um |
| Crit end category | output pin |
| WP data arrival | 6.61 ns |
| Floorplan Utilization | a little under a third |
| Internal cell power | roughly 55 uW |
| GRT Total Usage | between 7 and 8% |
| First-pass GRT wire length | between 4000 and 5000 um |
| Clock buf count | 0 |
| Post-CTS Hold Buffers | 0 |
| Post-route DRC | 0 |
| Chip area | 0.006400 mm2 |
| CP Max Fanout | 16 |
| RSZ-0062 raised after global routing | no |
| Leak | around 0.00047 uW |
| Ys Warns | 1 |
| Die Ht | approximately 80 um |
| Vias in the first global route | 957 |
| Synthesized area | ~0.0011 mm2 |
| Max cap viols | 0 |
| Total power | between 100 and 150 uW |
| Psw | between 50 and 60 uW |
| Initial antenna violation count | 0 |
| GRT overflow | 0 |
| CP max stage cell | clkdlybuf4s50_1 |
| Drt via density | ~5.4 |
| Total tool warning count | 38 |
| Final Setup Violations | 0 |
| Req. time, crit path | 7.44 ns |
| CTS resizes | 0 |
| Critical Path Start Type | primary input |
| Dpl hpwl | just over 2000 um |
| Area grow syn2layout | 13.23% |
| Commonest Layout Cell | clkdlybuf4s50_1 |
| Biggest area cells | ha_1 12%, a21oi_1 5.6%, o21ai_0 5.2% |
| Io pins | 20 |
| 1st-iter DRT viols | 54 |
| Finished Layout Cells | approximately 200 |
| Post-layout min period | about 8.5 ns |
| Most frequent cells in the layout | 16 x clkdlybuf4s50_1, 13 x inv_1, 12 x a21oi_1 |
| Vias | roughly 1100 |
| First-pass DRT Iterations | 4 |
| Cell area power density | slightly below 90 mW/mm2 |
| Input/output buffers | 16 |
| Share of layout cells above drive strength 1 | about a tenth |
| Remaining antenna violation count after routing | 0 |
| Comb power frac | 100.0% |
| Largest area contributor in the netlist | ha_1 |
| Reg area | 0 um2 |
| Ant diodes | 0 |
| Syn avg cell area | between 6 and 7 um2 |
| Critical Path, Cell by Cell | clkdlybuf4s50_1 -> inv_1 -> ha_1 -> ha_1 -> inv_1 -> nor4_1 -> a211oi_1 -> a31o_2 -> ha_1 -> o21bai_1 -> xnor2_1 -> ha_1 -> inv_1 -> or3_1 -> o311a_1 -> o21ai_1 -> clkdlybuf4s50_1 |
| Hold Vio Cnt, Final | 0 |
| Top cell area share | a little under an eighth |
| Rel. slew slack | about 60% |
| Switch share | a little under half |
| Max Clk Rate | roughly 120 MHz |
| Post-Route Setup TNS | 0 ns |
| Chip Area, Yosys | around 0.0011 mm2 |
| Worst setup path class | primary input to output pin |
| Gate count of the mapped netlist | about 150 |
| Global placer's final weighted congestion | about 0.9 |
| Worst IR Drop VDD | 0.00002666 V |
| Post-Place Cells | between 200 and 250 |
| Worst path max stage delay | around 0.57 ns |
| Register share after synthesis | 0% |
| Flop count | 0 |
| Post-CTS Setup Inserts | 0 |
| Die Wd | ~80 um |
| Hold WS | between 3 and 4 ns |
| Yosys cell types | roughly 60 |
-- path summary, 6_finish.rpt --
check,startpoint,slack [ns],to,cells after the start
hold / removal,bin[0],3.72,bcd[0],0
setup / recovery,bin[5],0.83,bcd[3],17
-- synthesized netlist by cell type, types with 2 or more instances --
cell	n
inv_1	13
a21oi_1	12
o21ai_0	11
ha_1	10
nand2_1	9
nor2_1	7
nand3_1	6
nor3_1	5
buf_2	4
clkbuf_1	4
mux2i_1	4
xnor2_1	4
a211oi_1	3
a31oi_1	3
buf_4	3
xor2_1	3
a211o_1	2
a311oi_1	2
and3_1	2
buf_6	2
nand2b_1	2
nor4_1	2
o21bai_1	2
o221ai_1	2
o22ai_1	2
-- worst max-delay path: cells and delay by family --
kind / cells / cell delay [ns]
buffers and inverters: 5 / 1.51
adder cells (fa/ha/maj): 4 / 1.30
AND-OR/OR-AND: 5 / 0.96
AND/OR/NAND/NOR: 2 / 0.79
XOR/XNOR: 1 / 0.18
-- metrics by stage --
step	utilization [%]	instance area [um2]	worst slack (ns)
floorplan	-	1072	2.381
global placement	35.42	1210	0.9150
detailed placement	35.42	1210	0.8389
CTS	35.42	1210	0.8298
global route	35.42	1210	0.4042
finish	35.42	1210	0.8263
-- per-layer routing --
layer	vias up	global-route usage [%]	part of all wire, %
li1	575	-	-
met1	493	10.76	49
met2	30	12.84	46
met3	0	0.6818	5.4
met4	0	0	0
met5	-	0	0
-- cell type report --
| type | count | area, um2 |
|---|---|---|
| Fill cell | 362 | 2206 |
| Inverter | 13 | 48.80 |
| Multi-Input combinational cell | 128 | 943.4 |
| Tap cell | 46 | 57.56 |
| Timing Repair Buffer | 16 | 160.2 |
-- cell families (layout without fill, tap and decap cells) --
family	count (synthesis)	in the layout	share of synthesized area [%]
buffers and inverters	26	29	12.06
other	1	2	0.3510
adder cells (fa/ha/maj)	10	10	11.71
AND-OR/OR-AND	54	54	35.48
multiplexers	6	6	6.440
AND/OR/NAND/NOR	47	47	25.18
XOR/XNOR	9	9	8.783
-- power groups by stage --
| stage | clock network [uW] | registers [uW] | logic (uW) |
|---|---|---|---|
| after CTS | 0 | 0 | 107 |
| after global routing | 0 | 0 | 117 |
| final | 0 | 0 | 105 |
Power and IR drop assume default switching activity.
