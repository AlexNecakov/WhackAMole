===== design/flow/run.sh =====
#!/bin/bash
# OpenROAD 26Q1-2900-gdf79404cd8, Yosys 0.63+post, stock flow scripts
make -C /OpenROAD-flow-scripts/flow DESIGN_CONFIG=/design/flow/config.mk WORK_HOME=/design/flow/orfs finish

===== design/flow/config.mk =====
export PLATFORM = sky130hd
export DESIGN_NAME = clock_divider_1kHz
export DESIGN_NICKNAME = clock_divider_1kHz
export VERILOG_FILES = /design/flow/design.v
export SDC_FILE = /design/flow/constraint.sdc
export NUM_CORES = 4
export LEC_CHECK = 1
export CORE_UTILIZATION = 30

===== design/flow/constraint.sdc =====
current_design clock_divider_1kHz

set clk_period 3.8
set clk_io_pct 0.2

create_clock -name clk0 -period $clk_period [get_ports {clock}]

set non_clock_inputs [all_inputs -no_clocks]
set_input_delay [expr $clk_period * $clk_io_pct] -clock clk0 $non_clock_inputs
set_output_delay [expr $clk_period * $clk_io_pct] -clock clk0 [all_outputs]

===== design/flow/design.v =====
`timescale 1ns / 1ps
module clock_divider_1kHz(
    input clock, reset, 
    output reg op
    );
    parameter constantNumber = 50000;
    reg[31:0] count;
    always@(posedge clock, posedge reset) begin
        if(reset) begin
            count <= 0;
        end
        else if(count >= constantNumber-1) begin
            count <= 0;
        end
        else begin
            count <= count + 1'b1;
        end
    end
    always@(posedge clock, posedge reset) begin
        if(reset) begin
            op <= 0;
        end
        else if(count >= constantNumber-1) begin
            op <= ~op;
        end
        else begin
            op <= op;
        end
    end
endmodule

==> results.py <==
# Physical implementation metrics
metrics = {
    "detailed_routing": {
        "avgRoutedWirePerCell_um": 10.3,
        "antenna_left": 0,
        "drcViolationCount": 0,
        "drt-vias-per-instance": 4.36,
        "drt-total-wl_um": 1880,
        "firstDrtPassIters": 4,
        "vias": 794,
        "antennaDiodeCount": 0,
        "drt_iter0_markers": 9,
    },
    "yosys": {
        "yosysCellCount": 109,
        "largest_area_cell": "dfrtp_1",
        "logic_family": "simple AND/OR/NAND/NOR gates",
        "avgSynthCellArea_um2": 11.8,
        "yosysTopAreaCellShare_pct": 64.4,
        "syn_area_um2": 1280,
        "synth-seq-area-share_pct": 64.4,
        "synth.distinct_cells": 19,
        "synthCells": 109,
        "ys_seq_elements": 33,
        "synthSimpleGateAreaFrac_pct": 19.7,
        "yosys.area_share.adder_pct": 0.976,
        "ys_chip_area_um2": 1280,
        "synthXorXnorAreaFrac_pct": 10.2,
        "area_leaders": "dfrtp_1, xnor2_1, nor2_1",
        "mux_share_pct": 0,
        "yosys_warnings": 1,
        "ys_sh_aoi_pct": 0.878,
    },
    "clock_tree": {
        "htreeDepth": 2,
        "numCtsBuffers": 5,
        "cts_root_buf": "clkbuf_8",
        "cts_tree": "built",
        "ctsResizeCount": 0,
        "clkLatencyLatePin_ns": 0.28,
        "cts.clk_slew.worst_paths_ns": 0.07,
        "ctsHoldBuffers": 0,
        "post_cts_buffers": 0,
        "clk_path_buf_depth": 2,
        "clock-sinks": 33,
    },
    "floorplan": {
        "dieArea_um2": 4540,
        "dieHeight_um": 67.4,
        "fp.coreArea_um2": 4060,
        "die_x_um": 67.4,
        "fp_util_pct": 31.6,
        "pin_count": 3,
        "row_count": 23,
    },
    "critical_path": {
        "required_ns": 3.94,
        "cp.arrival_ns": 2.47,
        "crit_path_top_delay_cell": "a2111o_1",
        "crit_family": "AND-OR/OR-AND gates",
        "cpPeakStageDelay_ns": 0.68,
        "critPathMaxFanout": 17,
        "worstSetupPathType": "flip-flop to flip-flop",
        "crit_path_end_kind": "flip-flop",
        "startpoint_type": "flip-flop",
        "timing.critical_path.buf_inv": 0,
        "crit_chain": "ha_1 > and3_4 > or4_1 > a2111o_1 > xor2_1",
    },
    "global_routing": {
        "grt_start_max_net_pins": 34,
        "grt_usage_pct": 9.94,
        "grt_pass1_wl_um": 3330,
        "antenna_found_initial": 0,
        "overflow": 0,
        "first_global_vias": 772,
    },
    "timing": {
        "finalClockPeriodUsage_pct": 61.2,
        "rsz0062_at_grt": "no",
        "finalCriticalPeriod_ns": 2.33,
        "fin_skew_ns": 0.00499,
        "hold_violations": 0,
        "drv_slew": 0,
        "tightest_slew_ns": 0.573,
        "setup_tns_ns": 0,
        "slew_headroom_pct": 61.8,
        "fmax_ghz": 0.430,
        "setup_violations": 0,
    },
    "placed_design": {
        "hpwl_um": 1200,
        "place_inst": 174,
        "gp_congestion": 0.832,
        "io_buffers": 2,
    },
    "pwr": {
        "worst_ir_drop_vdd_mv": 0.259,
        "powerDensity_nw_per_um2": 490,
        "p_leak_uw": 0.000626,
    },
    "outcome": {
        "status": "finished, final reports clean",
    },
    "finish": {
        "final_cell_mix": "dfrtp_1, nor2_1, conb_1",
        "fin_cells": 182,
        "drive_above_1_share_pct": 7.58,
        "syn_to_final_growth_pct": 19.5,
        "lay_top_count": "dfrtp_1",
    },
    "flow_run": {
        "warning_count": 25,
        "cap_violations": 0,
    },
    "min_path": {
        "holdCritPathClass": "flip-flop to flip-flop",
    },
}
flip-flops by register name, summed over array words and instances (netlist names):
name,count
op,1
count,32
per-layer routing:
| metal | global-route usage [%] | wire, um | vias to the layer above |
|---|---|---|---|
| met5 | 0 | 0 | - |
| met4 | 2.13 | 47 | 0 |
| met3 | 2.74 | 74 | 8 |
| met2 | 16.3 | 889 | 14 |
| met1 | 13.6 | 872 | 375 |
| li1 | - | - | 397 |
final timing paths:
path	depth (start not counted)	start	end	slack, ns
worst min register to register	1	op	op	0.48
worst max-delay path	5	count[0]	op	1.47
min in group asynchronous	3	reset	count[24]	0.87
max in group asynchronous	3	reset	count[17]	2.65
worst max register to register	5	count[0]	op	1.47
worst min-delay path	1	op	op	0.48
area by class of cell:
class                           instances  area [um^2]
Sequential cell                        33          826
Tap cell                               50         62.6
Timing Repair Buffer                    3         27.5
Multi-Input combinational cell         84          468
Clock inverter                          3         65.1
Clock buffer                            5         68.8
Inverter                                4         15.0
Fill cell                             380         2520
synth_stat cells:
master and instances:
dfrtp_1 33, nor2_1 19, xnor2_1 10, nor4_1 8
nand2_1 6, nand3_1 5, nand4_1 5, nor3_1 5
xor2_1 5, inv_1 4, a2111o_1 1, and3_4 1
and4_1 1, buf_6 1, buf_8 1, clkbuf_1 1
conb_1 1, ha_1 1, or4_1 1
cell families after synthesis:
| family | Yosys count |
|---|---|
| other | 1 |
| DFF | 33 |
| AOI/OAI and AO/OA | 1 |
| and+or+nand+nor | 51 |
| buffers and inverters | 7 |
| adders and majority gates | 1 |
| xor gates and xnor gates | 15 |
power by group:
group / internal (uW) / switching (uW)
logic: 2.21 / 8.39
clock network: 260 / 118
registers: 360 / 2.11
stage by stage:
step                setup WS [ns]  util (%)  cell area, um^2  total power, uW  hold slack [ns]
floorplan                    1.77         -             1340              375            0.420
global placement             1.56      34.5             1400              379            0.458
detailed placement           1.51      34.5             1400              380            0.464
CTS                          1.46      37.8             1530              762            0.473
global route                 1.38      37.8             1530              783            0.508
finish                       1.47      37.8             1530              751            0.483
Power is estimated from default activity; no workload was simulated.
